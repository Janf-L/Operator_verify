==> flow/design.v <==
module Max_pooling #(
    parameter H = 3,              
    parameter W = 4,              
    parameter POOL_SIZE = 2,      
    parameter S = 1,              
    parameter OUTPUT_H = ((H - POOL_SIZE) / S + 1),   
    parameter OUTPUT_W = ((W - POOL_SIZE) / S + 1),   
    parameter DATA_WIDTH = 8      
)(
    input wire clk,
    input wire rst_n,
    input wire start,
    input wire [0:(DATA_WIDTH*H*W-1)] input_data,
    output reg [0:(DATA_WIDTH*OUTPUT_H*OUTPUT_W-1)] output_data,
    output reg done
);
    localparam IDLE = 2'b00;
    localparam PROCESSING = 2'b01;
    localparam COMPLETE = 2'b10;
    reg [1:0] state, next_state;
    reg [0:$clog2(OUTPUT_H)] oh;
    reg [0:$clog2(OUTPUT_W)] ow;
    reg [0:$clog2(POOL_SIZE)] i, j;
    reg [0:(DATA_WIDTH-1)] max_val;
    reg [0:(DATA_WIDTH-1)] curr_val;
    reg store_flag;
    always @(posedge clk or negedge rst_n) begin
        if (!rst_n) begin
            state <= IDLE;
        end else begin
            state <= next_state;
        end
    end
    always @(*) begin
        case (state)
            IDLE: next_state = start ? PROCESSING : IDLE;
            PROCESSING: next_state = (oh == OUTPUT_H-1 && ow == OUTPUT_W-1 && i == POOL_SIZE-1 && store_flag) ? COMPLETE : PROCESSING;
            COMPLETE: next_state = IDLE;
            default: next_state = IDLE;
        endcase
    end
    function [0:DATA_WIDTH-1] get_input;
        input [0:DATA_WIDTH-1] row;
        input [0:DATA_WIDTH-1] col;
        begin
            get_input = input_data[((row*W+col)*DATA_WIDTH) +: DATA_WIDTH];
        end
    endfunction
    always @(posedge clk or negedge rst_n) begin
        if (!rst_n) begin
            oh <= 0;
            ow <= 0;
            i <= 0;
            j <= 0;
            done <= 0;
            max_val <= 0;
            output_data <= 0;
            store_flag <= 0;
        end else begin
            case (state)
                IDLE: begin
                    if (start) begin
                        oh <= 0;
                        ow <= 0;
                        i <= 0;
                        j <= 0;
                        done <= 0;
                        max_val <= 0;
                    end
                end
                PROCESSING: begin
                    if (store_flag) begin
                        output_data[((oh*OUTPUT_W+ow)*DATA_WIDTH) +: DATA_WIDTH] <= max_val;
                        store_flag <= 0;
                        if (ow < OUTPUT_W-1) begin
                            ow <= ow + 1;
                        end else begin
                            ow <= 0;
                            if (oh < OUTPUT_H-1) begin
                                oh <= oh + 1;
                            end
                        end
                        i <= 0;
                        j <= 0;
                        max_val <= {1'b1, {(DATA_WIDTH-1){1'b0}}};
                    end else begin
                        if (i == 0 && j == 0 && !store_flag) begin
                            max_val <= {1'b1, {(DATA_WIDTH-1){1'b0}}};
                        end
                        if ((oh*S + i) < H && (ow*S + j) < W) begin
                            curr_val = get_input(oh*S + i, ow*S + j);
                            if (curr_val > max_val || (i == 0 && j == 0)) begin
                                max_val <= curr_val;
                            end
                        end                
                        if (j < POOL_SIZE-1) begin
                            j <= j + 1;
                        end else begin
                            j <= 0;
                            if (i < POOL_SIZE-1) begin
                                i <= i + 1;
                            end else begin
                                store_flag <= 1;
                            end
                        end
                    end
                end
                COMPLETE: begin
                    done <= 1;
                end
            endcase
        end
    end
endmodule
==> flow/run.sh <==
#!/bin/bash
# OpenROAD 26Q1-2900-gdf79404cd8, Yosys 0.63+post, stock flow scripts
make -C /OpenROAD-flow-scripts/flow DESIGN_CONFIG=/design/flow/config.mk WORK_HOME=/design/flow/orfs finish
==> flow/config.mk <==
export PLATFORM = sky130hd
export DESIGN_NAME = Max_pooling
export DESIGN_NICKNAME = Max_pooling
export VERILOG_FILES = /design/flow/design.v
export SDC_FILE = /design/flow/constraint.sdc
export NUM_CORES = 4
export LEC_CHECK = 1
export CORE_UTILIZATION = 50
==> flow/constraint.sdc <==
current_design Max_pooling

set clk_period 8.5
set clk_io_pct 0.2

create_clock -name clk0 -period $clk_period [get_ports {clk}]

set non_clock_inputs [all_inputs -no_clocks]
set_input_delay [expr $clk_period * $clk_io_pct] -clock clk0 $non_clock_inputs
set_output_delay [expr $clk_period * $clk_io_pct] -clock clk0 [all_outputs]
==> README.md <==
| Step | Metric | Reported |
|:---|:---|:---|
| drt | Iteration tally of the first detailed-router pass | 5 |
| setup path | Crit Path Max Fanout | 10 |
| yosys | Most common reg cell | sky130_fd_sc_hd__dfrtp_1 |
| run status | Status | finished clean |
| drt | Remaining DRCs | 0 |
| cts | Number of buffers between clock root and the deepest sink | 2 |
| timing | Final count of hold timing violations | 0 |
| yosys | Unique masters post-synth | 58 |
| yosys | Number of enable flip-flop cells | 0 |
| timing | Post-layout worst setup margin | 3.07 ns |
| yosys | MUX area fraction | 0.233 |
| die | Die outline area | 0.00988 mm2 |
| yosys | Share of flip-flops with an asynchronous set or reset after synthesis | 1.00 |
| cts | Root Buffer Master | sky130_fd_sc_hd__clkbuf_8 |
| drt | Final wirelength | 11500 um |
| layout | Count of fill cells added during filler insertion | 672 |
| timing | Min cycle time layout | 5.43 ns |
| die | Vertical die size | 99.4 um |
| drt | Via/cell ratio | 5.60 |
| layout | Top cell excl fill/tap | sky130_fd_sc_hd__clkdlybuf4s50_1 |
| yosys | Synthesis Warnings | 1 |
| timing | Max Clk Rate | 184 MHz |
| setup path | Data arrival time of the critical path | 5.70 ns |
| die | Standard-cell row count | 35 |
| power | Power density relative to cell area | 389 mW/mm2 |
| yosys | Total cells reported by yosys after synthesis | 410 |
| setup path | Setup CP Type | register to register |
| setup path | Critical path launch point type | register |
| worst hold path | Path class of the lowest-slack min-delay path | register to register |
| yosys | Area reported by Yosys stat | 0.00474 mm2 |
| global routing | Global routing usage on met3 | 0.0801 |
| timing | Final worst path period share | 0.638 |
| setup path | R2R Setup Slk | 3.07 ns |
| global routing | Global-route wire length before repair | 18500 um |
| die | Number of top-level pins | 148 |
| timing | Transition time of the tightest slew-check pin | 0.899 ns |
| global routing | Initial antenna violation count | 0 |
| layout | Layout overhead on the synthesized area | 36.8% |
| cts | CTS sink cnt | 70 |
| timing | Worst Skew | 0.0108 ns |
| placement | Count of input and output buffers | 147 |
| timing | Setup TNS after final layout | 0 ns |
| drt | Vias after detailed routing | 3750 |
| power | Static Leakage | 2.84 nW |
| global routing | Most used routing layer | met2 |
| die | Standard cell core area | 0.00920 mm2 |
| drt | Number of routed nets with antenna violations | 0 |
| drt | Routed wirelength normalized by instance count | 17.2 um |
| cts | PostCTS Resize Cnt | 0 |
| yosys | Number of synthesized register bits | 70 |
| die | Horiz. Die Dim | 99.4 um |
| cts | Insertion Delay late pin | 0.34 ns |
| drt | Antenna Diode Count | 0 |
| cts | CTS Hold Bufs | 0 |
| layout | Flop area | 0.00175 mm2 |
| yosys | Parity-gate share of the synthesized area counting xor and xnor cells | 0.0143 |
| cts | Total clock buffers created by CTS | 9 |
| setup path | CP Capture Type | register |
| cts | CTS clk-pin slew, worst paths | 0.08 ns |
| yosys | Dominant non-sequential cell family after synthesis | multiplexers |
| global routing | Residual overflow from global routing | 0 |
| placement | DP Wirelength | 9150 um |
| setup path | Data required, critical path | 8.77 ns |
| global routing | Routing usage on met1 | 0.340 |
| yosys | Seq/Total Area, Yosys | 0.370 |
| global routing | GRT Resource Usage Total | 0.246 |
| yosys | Share of synthesized cell area in and, or, nand and nor gates | 0.117 |
| cts | CTS tree | done |
| timing | Final Max Slew Viols | 0 |
| global routing | Routing usage on met2 | 0.402 |
| layout | Total area of multi-input combinational cells | 0.00281 mm2 |
| timing | RSZ-0062 raised after global routing | no |
| job | Total of max-cap violations | 0 |
| timing | Final setup fails | 0 |
| drt | Detailed router's first-iteration violation count | 120 |
| cts | Number of H-tree levels | 3 |
| layout | Most frequently placed logic cells in the final layout | sky130_fd_sc_hd__clkdlybuf4s50_1 (146), sky130_fd_sc_hd__dfrtp_1 (69), sky130_fd_sc_hd__mux2_2 (48), sky130_fd_sc_hd__ha_1 (37), sky130_fd_sc_hd__mux2i_1 (34) |
| job | Number of warnings the tools reported | 32 |
| yosys | Post-synthesis average cell area | 11.6 um2 |
| yosys | Compound-gate portion of the synthesized area | 0.109 |
| cts | Count of buffers added by post-CTS timing repair for setup | 0 |
| placement | Last weighted congestion value of the routability-driven placer | 0.898 |
| yosys | Adder and majority cell fraction of the synthesized area | 0.119 |
| layout | Share of final-layout standard cells stronger than drive strength 1 | 0.163 |
| global routing | Maximum number of pins on one net before global-route repair | 51 |
| yosys | Combined area of all synthesized cells | 0.00474 mm2 |
| timing | Max transition margin | 0.399 |
| global routing | Number of global-route vias before repair | 3810 |
| yosys | Synthesized instance count | 410 |
| power | Worst vdd rail ir drop | 0.188 mV |
| die | Floorplan utilization | 0.516 |
| placement | Minimum setup slack after placement | 3.16 ns |
[stage by stage]
| step | instance area [um2] | util | std cells | total power, W | hold WS (ns) |
|---|---|---|---|---|---|
| global placement | 6300 | 0.685 | 654 | 0.00226 | 0.473 |
| global route | 6490 | 0.705 | 670 | 0.00275 | 0.522 |
| floorplan | 4740 | - | 410 | 0.00176 | 0.433 |
| CTS | 6490 | 0.705 | 670 | 0.00255 | 0.501 |
| detailed placement | 6300 | 0.685 | 654 | 0.00229 | 0.478 |
| finish | 6490 | 0.705 | 670 | 0.00252 | 0.491 |
[critical path: stages (launching register included)]
cell and delay [ns]:
sky130_fd_sc_hd__dfrtp_1 0.42, sky130_fd_sc_hd__ha_1 0.24, sky130_fd_sc_hd__fa_1 0.38, sky130_fd_sc_hd__xor2_1 0.18, sky130_fd_sc_hd__ha_1 0.22, sky130_fd_sc_hd__fa_1 0.46, sky130_fd_sc_hd__ha_1 0.47, sky130_fd_sc_hd__nor3b_1 0.78
sky130_fd_sc_hd__a222oi_1 0.23, sky130_fd_sc_hd__o211a_1 0.21, sky130_fd_sc_hd__ha_1 0.30, sky130_fd_sc_hd__nand4_1 0.11, sky130_fd_sc_hd__or3b_2 0.47, sky130_fd_sc_hd__o211a_1 0.23, sky130_fd_sc_hd__o21ai_1 0.45, sky130_fd_sc_hd__a32o_1 0.18
[cell usage after synthesis (all sizes together), types with 11 or more instances]
cell | instances | area share
ha | 37 | 0.098
o21ai | 13 | 0.014
mux2i | 35 | 0.077
mux2 | 50 | 0.12
a21oi | 11 | 0.012
nand2 | 22 | 0.018
inv | 29 | 0.023
nor2b | 11 | 0.015
dfrtp | 69 | 0.36
[area by class of cell]
cell class,count,area share
clock buffer,9,0.0191
clock inverter,7,0.00945
inverter,29,0.0168
multi-input combinational,293,0.432
sequential,70,0.270
tap,111,0.0214
timing repair buffer,151,0.231
[power by group]
| group | internal (W) | total [W] | switching [W] | leakage, nW |
|---|---|---|---|---|
| Sequential | 0.000474 | 0.000589 | 0.000114 | 0.866 |
| Combinational | 0.000894 | 0.00169 | 0.000791 | 1.88 |
| Clock | 0.000111 | 0.000248 | 0.000136 | 0.0888 |
| Total | 0.00148 | 0.00252 | 0.00104 | 2.84 |
[logic make-up after synthesis]
group / Yosys count
AOI/OAI and AO/OA: 68
xor gates and xnor gates: 6
adders and majority gates: 42
DFF: 70
muxes: 93
buffers and inverters: 47
and+or+nand+nor: 84
[sequential cells by signal, summed over array words and instances (netlist names)]
register,flops
done,1
i,2
j,2
max_val,8
oh,2
output_data,48
ow,3
state,3
store_flag,1
[metal layers]
metal / vias up / routed length [um]
met1: 1780 / 4830
li1: 1829 / -
met3: 10 / 1130
met4: 0 / 137
met5: - / 0
met2: 131 / 5420
[path summary, 6_finish.rpt]
path                                      start               to  depth (start not counted)
worst min register to register  output_data[40]  output_data[40]                          1
min in group asynchronous                 rst_n  output_data[40]                          1
worst max register to register            ow[2]       max_val[2]                         15
worst max-delay path                      ow[2]       max_val[2]                         15
max in group asynchronous                 rst_n       max_val[2]                          2
worst min-delay path            output_data[40]  output_data[40]                          1
No activity file was given, so power comes from the tool's default toggle rates.
